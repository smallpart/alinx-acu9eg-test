$ cat ./config.mk
export PLATFORM = sky130hd
export DESIGN_NAME = lfm
export DESIGN_NICKNAME = lfm
export VERILOG_FILES = /design/flow/design.v
export SDC_FILE = /design/flow/constraint.sdc
export NUM_CORES = 4
export LEC_CHECK = 1
export CORE_UTILIZATION = 30
$ cat ./constraint.sdc
current_design lfm

set clk_period 13.2
set clk_io_pct 0.2

create_clock -name clk0 -period $clk_period [get_ports {clk}]

set non_clock_inputs [all_inputs -no_clocks]
set_input_delay [expr $clk_period * $clk_io_pct] -clock clk0 $non_clock_inputs
set_output_delay [expr $clk_period * $clk_io_pct] -clock clk0 [all_outputs]
$ cat ./design.v
module lfm (
	input         clk,
	input         reset_n,
	input  [47:0] lfm_rate,
    input  [31:0] lfm_time,
    input  [47:0] lfm_start,
    input         lfm_on,
	output [47:0] freq_out
);
	reg [47:0] current_freq_r;
	assign freq_out = current_freq_r;	
	reg [47:0] rate_r;
    reg [47:0] start_freq_r;
    reg [31:0] time_r;
    reg [47:0] current_time_r;
	always @(posedge clk) begin
		rate_r       <= lfm_rate;
        start_freq_r <= lfm_start;
        time_r       <= lfm_time;
	end
	always @(posedge clk) begin
		if (!reset_n) begin
			current_freq_r <= lfm_start;
            current_time_r <= 0;
		end else begin
			if (!lfm_on) begin
				current_freq_r <= lfm_start;
                current_time_r <= 0;
			end else begin
                if (current_time_r < time_r) begin
                    current_freq_r <= current_freq_r + rate_r;
                    current_time_r <= current_time_r + 1;
                end else begin
                    current_freq_r <= lfm_start;
                    current_time_r <= 0;
                end
			end
		end
	end
endmodule	
$ cat ./run.sh
#!/bin/bash
# OpenROAD 26Q1-2900-gdf79404cd8, Yosys 0.63+post, stock flow scripts
make -C /OpenROAD-flow-scripts/flow DESIGN_CONFIG=/design/flow/config.mk WORK_HOME=/design/flow/orfs finish
==> results.yml <==
# physical design summary
run_status:
  status: "completed"
sta:
  setup_tns_ns: 0
  finalWorstSetupSlack_ns: 8.82
  slew_headroom_pct: 53.3
  worstMarginPinSlew_ns: 0.697
  finalMaxSlewViolations: 0
  hold_viol: 0
  finalSetupViolCount: 0
  finalCritPeriodShare_pct: 33.2
  fin_crit_ns: 4.38
  fmax_ghz: 0.228
  finClkSkew_ns: 0.0103
  rsz0062_at_grt: "false"
drt:
  num_antenna_cells: 0
  via_count: 6845
  drt-pass1-iter-count: 6
  drt_iter0_drc: 337
  ant_nets: 0
  drt-total-wl_um: 20700
  drc: 0
  wl_per_cell_um: 13.8
  routed_via_density: 4.58
global_route:
  antenna_found_initial: 1
  grt_max_degree: 51
  grt_pass1_wl_um: 33500
  grt_usage_pct: 15.1
  grt_pass1_vias: 6636
  overflow: 0
clock_network:
  cts_buffers: 17
  cts_tree: "done"
  clk-insertion-delay-late_ns: 0.43
  cts_sinks: 176
  ctsHoldBuffers: 0
  htree_levels: 4
  root_buffer: "clkbuf_16"
  cts_setup_buffers: 0
  clock_path_buffers: 2
  cts_resized: 0
  path_clk_slew_ns: 0.08
power:
  ir_worst_vdd_mv: 0.0896
  power_mw: 1.26
  power_density_nw_per_um2: 113
  leakage_nw: 4.68
placement:
  hpwl_um: 15900
  port_buffers: 178
  post-place-ws_ns: 8.40
  gp_congestion: 0.894
worst_setup_path:
  start_kind: "input port"
  critPathKind: "input port to register"
  crit_path_max_fanout: 50
  cp-end-kind: "register"
  critical_path_arrival_ns: 4.75
  r2r_cells: 12
  required_ns: 13.57
die:
  num_rows: 60
  initCoreUtil_pct: 30.8
  die_w_um: 169
  io_pins: 179
  die_area_um2: 28500
  dieHeight_um: 169
  core_um2: 27100
run:
  drv_cap: 0
  warning_count: 25
synth:
  async_flop_share_pct: 0
  top_area_share_pct: 42.2
  yosysSeqAreaShare_pct: 42.2
  synth_area_per_cell_um2: 8.95
  ys.flops: 176
  ys_types: 65
  ys_warn_count: 1
  syn_inst: 932
  ff_type: "dfxtp_1"
  synthTopCellsByArea: "dfxtp_1 42%, ha_1 12%, nand2_1 4.5%"
  post_synth_instance_area_um2: 8340
  yosysTopAreaCell: "dfxtp_1"
  synth-edff-count: 0
  ys_cells: 932
  yosysChipArea_um2: 8340
worst_hold_path:
  min_delay_path_depth: 1
  hold_class: "register to register"
final_layout:
  layout-drive-gt1-share_pct: 4.45
  utilization_pct: 41.1
  area_delta_synth_final_pct: 33.5
==> state kept, by name, indices dropped and copies added (netlist names) <==
signal	cells
current_freq_r	48
current_time_r	48
rate_r	48
time_r	32
==> placed cells by master (no fill, tap or decap), types with 3 or more instances in the layout <==
cell type        netlist  routed
nor2_1                75      75
o21bai_1               9       9
xnor2_1               33      33
ha_1                  79      79
clkinv_8               0       5
inv_8                  0       3
nand2_1              101     101
clkdlybuf4s50_1        0     178
nor4_1                 5       5
mux2i_1                3       3
or3_1                  7       7
o31ai_1                5       5
o21ai_0               60      60
a31oi_1                7       7
o211ai_1               6       6
a21o_1                26      26
and4_1                 4       4
inv_1                 50      50
a211oi_1              10      10
o21ai_1               14      14
and3_1                11      11
and2_1                 4       4
inv_6                  0       3
nor3_1                11      11
buf_4                  1       3
nor2b_1                5       5
conb_1                 1      15
o21a_1                 6       6
clkbuf_16              0      17
dfxtp_1              176     176
nand4_1               17      17
nand2b_1               6       6
xor2_1                35      35
a21oi_1               64      64
nand3_1               27      27
==> layer usage <==
| metal | share of wire, % | global-route usage (%) | routed length (µm) | up-vias |
|---|---|---|---|---|
| li1 | - | - | - | 3595 |
| met1 | 45 | 20.5 | 9330 | 3079 |
| met2 | 47 | 25.2 | 9730 | 149 |
| met3 | 6.6 | 4.00 | 1360 | 20 |
| met4 | 1.3 | 1.58 | 259 | 2 |
| met5 | 0.058 | 0 | 12 | - |
==> final timing paths <==
path                                   startpoint            endpoint  slack [ns]
worst max-delay path                      reset_n  current_freq_r[46]        8.82
worst min-delay path            current_time_r[0]   current_time_r[0]        0.48
worst max register to register  current_freq_r[0]  current_freq_r[46]        9.73
worst min register to register  current_time_r[0]   current_time_r[0]        0.48
==> cell usage after synthesis, drive strengths merged, types with 12 or more instances <==
cell and count:
a211oi 12, a21o 26, a21oi 64, clkbuf 30
dfxtp 176, ha 79, inv 50, nand2 101
nand3 27, nand4 17, nor2 75, o21ai 75
xnor2 33, xor2 35
==> area by class of cell <==
cell class                      count  area, µm²
Fill cell                        2618      16000
Multi-Input combinational cell    685       4560
Sequential cell                   176       3520
Timing Repair Buffer              181       1800
Tap cell                          372        465
Clock buffer                       18        429
Inverter                           50        188
Clock inverter                     14        165
==> where the power goes <==
part	total [mW]	switching [mW]	internal, mW
logic	0.203	0.0952	0.108
registers	0.564	0.00973	0.554
clock network	0.497	0.242	0.255
total	1.26	0.347	0.917
==> metrics by stage <==
stage	area (µm²)	hold WS (ns)	instances
2_1_floorplan	8390	0.441	946
3_3_place_gp	10500	0.462	1464
3_5_place_dp	10500	0.467	1464
4_1_cts	11100	0.486	1496
5_1_grt	11100	0.539	1496
6_report	11100	0.477	1496
==> kinds of logic (layout without fill, tap and decap cells) <==
group / after synthesis / after routing / share of synthesized area [%]
AND/OR/NAND/NOR: 285 / 285 / 15.9
buffers and inverters: 85 / 263 / 3.91
other: 1 / 15 / 0.0450
XOR/XNOR: 68 / 68 / 7.14
multiplexers: 5 / 5 / 0.720
AND-OR/OR-AND: 232 / 232 / 17.9
flip-flops: 176 / 176 / 42.2
adder cells (fa/ha/maj): 80 / 80 / 12.1
==> critical path, cell delays in order <==
cell and delay [ns]:
clkdlybuf4s50_1 0.45, nand4b_1 0.12, a21oi_1 0.23, o2111ai_4 0.13
buf_4 0.30, buf_4 0.35, nor4bb_1 0.36, a211oi_1 0.08
nand2_1 0.09
No activity file was given, so power comes from the tool's default toggle rates.
