### flow/run.sh
#!/bin/bash
# OpenROAD 26Q1-2900-gdf79404cd8, Yosys 0.63+post, stock flow scripts
make -C /OpenROAD-flow-scripts/flow DESIGN_CONFIG=/design/flow/config.mk WORK_HOME=/design/flow/orfs finish
### flow/config.mk
export PLATFORM = sky130hd
export DESIGN_NAME = data_conv
export DESIGN_NICKNAME = data_conv
export VERILOG_FILES = /design/flow/design.v
export SDC_FILE = /design/flow/constraint.sdc
export NUM_CORES = 4
export LEC_CHECK = 1
export CORE_UTILIZATION = 40
### flow/constraint.sdc
current_design data_conv

set clk_period 1.2
set clk_io_pct 0.2

create_clock -name clk0 -period $clk_period [get_ports {clk_i}]

set non_clock_inputs [all_inputs -no_clocks]
set_input_delay [expr $clk_period * $clk_io_pct] -clock clk0 $non_clock_inputs
set_output_delay [expr $clk_period * $clk_io_pct] -clock clk0 [all_outputs]
### flow/design.v
`timescale 1ns / 100 ps
module data_conv ( 
  input wire        clk_i,      
  input wire        reset_n_i,  
  input wire [31:0] data0_i,    
  input wire [31:0] data1_i,    
  input             clk_168,
  input             ch0_en,
  input             ch1_en,
  output reg [127:0] data_o     
  );
  reg toggle;
  always @(posedge clk_i or negedge reset_n_i)           
    begin
	  if (!reset_n_i)
	    toggle <= 0;
	  else
        toggle <= ~toggle;  
    end  
  always @(posedge clk_i or negedge reset_n_i)
    begin
	  if (!reset_n_i)
	    data_o <= 0;
	  else
	  if (!clk_168)                                            
	    begin
	      if (ch0_en) begin 
              data_o [15:8]  <= data0_i [7:0];  
              data_o [7:0]   <= data0_i [15:8];  
              data_o [47:40] <= data0_i [23:16];  
              data_o [39:32] <= data0_i [31:24];  
	      end else begin
              data_o [15:0]  <= 0; 
              data_o [47:32] <= 0;
	      end
	      if  (ch1_en) begin
              data_o [79:72] <= data1_i [7:0];   
              data_o [71:64] <= data1_i [15:8];  
              data_o [111:104] <= data1_i [23:16];  
              data_o [103: 96] <= data1_i [31:24];  
	      end else begin
              data_o [79 :64] <= 0; 
              data_o [111:96] <= 0;
	      end
		end
	  else 
        begin
          if (ch0_en) begin
              data_o [31:24] <= data0_i [7:0];  
              data_o [23:16] <= data0_i [15:8];  
              data_o [63:56] <= data0_i [23:16];  
              data_o [55:48] <= data0_i [31:24];  
	      end else begin
              data_o [31:16] <= 0; 
              data_o [63:48] <= 0;
	      end
          if (ch1_en) begin
              data_o [95:88] <= data1_i [7:0];  
              data_o [87:80] <= data1_i [15:8];  
              data_o [127:120] <= data1_i [23:16];  
              data_o [119:112] <= data1_i [31:24];  
	      end else begin
              data_o [95:80]   <= 0; 
              data_o [127:112] <= 0;
	      end
        end		
	end  
endmodule 
==> results.yml <==
# physical design summary
synth:
  yosys-stat-cells: 554
  ys_seq_share_pct: 62.5
  synth_area_per_cell_um2: 9.25
  syn_inst: 554
  yosys_area_mm2: 0.00512
  synth_area_mm2: 0.00512
  synth-seq-cells: 128
  ys_types: 9
  yosysWarnings: 1
die:
  die_area_mm2: 0.0133
  rows: 40
  die_h_um: 115
  core_area_mm2: 0.0123
  die_x_um: 115
  fp_util_pct: 41.8
  ios: 197
timing:
  hold_viol_final: 128
  setup_viol: 0
  layout_min_cycle_time_ns: 1.16
  period_used_pct: 96.8
  relSlewSlack_pct: 81.9
  slew_viol_final: 0
  skew_ns: 0
  rsz0062_at_grt: "true"
  whs_ns: -0.139
  tightestPinTransition_ns: 0.272
  fmax_ghz: 0.861
cts:
  htree_num_levels: 4
  clockBufferDepth: 2
  cts-buffers-inserted: 17
  clock_latency_ns: 0.40
  cts_root_buf: "clkbuf_16"
  tritoncts: "done"
  clock-sinks: 128
  clk_pin_slew_ns: 0.05
drt:
  detail_route.first_pass.iterations: 5
  drt-total-wl_um: 13200
  antenna_left: 0
  wl_met3_um: 1410
  vias: 4447
  wl_met1_um: 5990
  met2_wirelength_um: 5630
  wl_per_cell_um: 13.9
  drtIter0Drc: 294
  drc: 0
  highest_layer: "met4"
  diodes: 0
  vias_per_cell: 4.68
global_route:
  grt_max_degree: 65
  grt_use_total_pct: 21.5
  grt_pass1_vias: 4236
  grt_antenna_before_repair: 0
  grt_overflow: 0
  grt_pass1_wl_um: 21300
power:
  powerDensity_mw_per_mm2: 1500
  switching_share_pct: 22.3
  p_sw_uw: 2480
  combPwrFrac_pct: 11.9
  leakage_uw: 0.00376
  pwr-share-seq_pct: 43.2
  finalPower_uw: 11100
  intPower_uw: 8660
  peakVddDrop_mv: 0.759
  p_clk_share_pct: 44.9
hold_path:
  hp-class: "primary input to asynchronous set/reset pin"
setup_path:
  slowest_delay_ns: 0.38
  slowest_stage: "dfrtp_1"
  cp_max_fo: 2
  cp_top_family: "flip-flops"
  crit_cells: 1
  required_ns: 0.96
  path_cells: "buf_2"
  cp-start-kind: "flop"
  end_kind: "primary output"
  setup.worst_path.class: "flop to primary output"
  rr_worst_depth: 3
  crit_buf_inv: 1
  arrival_ns: 0.92
layout:
  layout.cells.non_filler: 950
  regMostFlops: "data_o"
  fin_util_pct: 60.8
  reg.largest.list: "data_o: 128 flops"
  area_growth_pct: 45.4
  drive_above_1_share_pct: 26.0
  largest_register_ffs: 128
run:
  drv_cap: 0
  warnings: 29
run_status:
  run_status: "finished with violations"
  violations: "hold timing"
place:
  hpwl_um: 8920
  place.gp.congestion: 0.778
  port_buffers: 196
  placed_cells: 890
==> Yosys cell counts <==
| master | instances | area share [%] |
|---|---|---|
| buf_2 | 29 | 2.8 |
| nand2_1 | 128 | 9.4 |
| nand3_1 | 64 | 6.3 |
| clkbuf_1 | 1 | 0.073 |
| o21ai_1 | 5 | 0.49 |
| inv_1 | 64 | 4.7 |
| buf_4 | 12 | 1.8 |
| dfrtp_1 | 128 | 63 |
| o21ai_0 | 123 | 12 |
==> metal layers <==
| metal | vias to the layer above | global-route usage, % |
|---|---|---|
| met5 | - | 0 |
| met4 | 0 | 3.12 |
| met3 | 15 | 8.47 |
| met2 | 192 | 29.6 |
| met1 | 2027 | 34.4 |
| li1 | 2213 | - |
==> power groups by stage <==
stage	clock network (uW)	logic, uW	registers [uW]
after CTS	5130	1350	4820
after global routing	5350	1510	4860
final	5010	1320	4820
==> logic make-up after synthesis <==
| family | Yosys count | share of synthesized area [%] |
|---|---|---|
| and+or+nand+nor | 192 | 15.6 |
| DFF | 128 | 62.5 |
| buffers and inverters | 106 | 9.35 |
| AOI/OAI and AO/OA | 128 | 12.5 |
==> timing repair <==
action	4_1_cts	5_1_grt
setup endpoints to repair	128	7
gates resized	405	3
setup buffers	26	2
hold endpoints to repair	128	128
==> final timing paths <==
check                                  from           to  slack [ns]
worst max-delay path             data_o[20]   data_o[20]        0.04
worst min-delay path              reset_n_i  data_o[106]       -0.14
worst max register to register  data_o[105]  data_o[105]        0.41
worst min register to register   data_o[45]   data_o[45]        0.48
max in group asynchronous         reset_n_i   data_o[19]        1.08
min in group clk0                   clk_168   data_o[47]        0.19
==> metrics by stage <==
stage / setup WS (ns) / TNS [ns] / instance area [um2]
6_report: 0.0390 / 0 / 7450
5_1_grt: -0.00241 / -0.00539 / 7450
4_1_cts: -0.0468 / -0.0468 / 7450
3_5_place_dp: 0.114 / 0 / 7290
3_3_place_gp: 0.115 / 0 / 7290
2_1_floorplan: 0.408 / 0 / 5120
==> cell type report <==
type,count,area (um2)
clock inverter,4,45.0
timing repair buffer,238,1760
inverter,64,240
fill,1050,4810
sequential,128,3200
tap,168,210
multi-input combinational,320,1440
clock buffer,28,547
==> cell usage in the layout (no fill, tap or decap) <==
cell type,Yosys,final
buf_6,0,1
bufinv_16,0,1
clkbuf_8,0,8
buf_12,0,11
clkbuf_2,0,3
nand2_1,128,128
clkinv_2,0,3
o21ai_0,123,123
dfrtp_1,128,128
buf_4,12,32
clkbuf_1,1,3
inv_1,64,64
o21ai_1,5,5
buf_2,29,127
nand3_1,64,64
clkbuf_16,0,17
clkdlybuf4s50_1,0,64
Power and IR drop assume default switching activity.
